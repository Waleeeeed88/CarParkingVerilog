**design/flow/constraint.sdc**
```tcl
current_design top_park

set clk_period 4.3
set clk_io_pct 0.2

create_clock -name clk0 -period $clk_period [get_ports {clk_50MHz}]

set non_clock_inputs [all_inputs -no_clocks]
set_input_delay [expr $clk_period * $clk_io_pct] -clock clk0 $non_clock_inputs
set_output_delay [expr $clk_period * $clk_io_pct] -clock clk0 [all_outputs]
```
**design/flow/config.mk**
```make
export PLATFORM = sky130hd
export DESIGN_NAME = top_park
export DESIGN_NICKNAME = top_park
export VERILOG_FILES = /design/flow/design.v
export SDC_FILE = /design/flow/constraint.sdc
export NUM_CORES = 4
export LEC_CHECK = 1
export CORE_UTILIZATION = 30
export SYNTH_HDL_FRONTEND = slang
```
**design/flow/run.sh**
```bash
#!/bin/bash
# OpenROAD 26Q1-2900-gdf79404cd8, Yosys 0.63+post, stock flow scripts
make -C /OpenROAD-flow-scripts/flow DESIGN_CONFIG=/design/flow/config.mk WORK_HOME=/design/flow/orfs finish
```
**design/flow/design.v**
```verilog
module clock_divider(
    input clk_50MHz,
    input reset,
    output reg clk_1Hz
);
    reg [25:0] counter;
    always @(posedge clk_50MHz or posedge reset) begin
        if (reset) begin
            counter <= 0;
            clk_1Hz <= 0;
        end
        else begin
            if (counter == 25_000_000) begin
                counter <= 0;
                clk_1Hz <= ~clk_1Hz;
            end
            else begin
                counter <= counter + 1;
            end
        end
    end
endmodule
module debounce(
    input clk_1Hz,        
    input button_in,      
    output reg button_out  
);
parameter MAX_COUNT = 3;  
reg [1:0] counter = 0;
reg btn_stable = 1'b1;   
always @(posedge clk_1Hz) begin
    if (button_in == 1'b0) begin   
        if (counter < MAX_COUNT) begin
            counter <= counter + 1;
        end
        else begin
            btn_stable <= 1'b1;   
        end
    end
    else begin   
        counter <= 0;
        btn_stable <= 1'b0;   
    end
    button_out <= btn_stable;  
end
endmodule
module parking_fsm(
    input clk,
    input reset,
    input [4:0] token_input,   
    input entry_sensor,
    input exit_sensor,
    input entry_btn,
    input exit_btn,
    output reg [6:0] HEX0, HEX1, HEX2, HEX3, HEX4, HEX5,   
    output reg [3:0] state,      
    output reg [4:0] token_code   
);
parameter WAIT        = 4'b0000;
parameter ENTRY       = 4'b0001;
parameter TOKEN_STATE = 4'b0010;
parameter OPEN_ENTRY  = 4'b0011;
parameter CLOSE_ENTRY = 4'b0100;
parameter EXIT        = 4'b0101;
parameter OPEN_EXIT   = 4'b0110;
parameter CLOSE_EXIT  = 4'b0111;
parameter ERROR_CODE  = 4'b1000;
reg [4:0] slots_available = 5'd9;   
reg [4:0] slots_used = 5'd0;
reg [4:0] total_slots = 5'd9;
reg [2:0] timer_count = 3'd0;
reg [4:0] lfsr = 5'b00001;
reg [4:0] stored_tokens [0:8];   
reg token_valid;
reg [2:0] token_attempts = 0;   
parameter S_0 = 7'b1000000;   
parameter S_1 = 7'b1111001;   
parameter S_2 = 7'b0100100;   
parameter S_3 = 7'b0110000;   
parameter S_4 = 7'b0011001;   
parameter S_5 = 7'b0010010;   
parameter S_6 = 7'b0000010;   
parameter S_7 = 7'b1111000;   
parameter S_8 = 7'b0000000;   
parameter S_9 = 7'b0010000;   
parameter S_P = 7'b0001100;   
parameter S_R = 7'b0101111;   
parameter S_E = 7'b0000110;   
parameter S_S = 7'b0010010;   
parameter S_O = 7'b1000000;   
parameter S_N = 7'b0101011;   
parameter S_C = 7'b1000110;   
parameter S_L = 7'b1000111;   
parameter S_A = 7'b0001000;   
parameter S_D = 7'b0100001;   
parameter S_U = 7'b1000001;   
parameter S_T = 7'b0000111;   
parameter S_BLANK = 7'b1111111;  
integer i;
initial begin
    for (i = 0; i < 9; i = i + 1) begin
        stored_tokens[i] = 5'b00000;   
    end
end
always @(posedge clk or posedge reset) begin
    if (reset) begin
        state <= WAIT;
        timer_count <= 3'd0;
        slots_available <= 5'd9;
        slots_used <= 5'd0;
        lfsr <= 5'b00001;
        token_code <= 5'b00001;
        token_attempts <= 0;
    end
    else begin
        case (state)
            WAIT: begin
                timer_count <= 3'd0;
                token_attempts <= 0;
                if (entry_sensor && (slots_available > 0)) begin
                    state <= ENTRY;
                end
                else if (exit_sensor && (slots_used > 0)) begin
                    state <= EXIT;
                end
            end
            ENTRY: begin
                if (!entry_sensor) begin
                    state <= WAIT;
                end
                else if (entry_btn) begin
                lfsr <= {lfsr[3:0], lfsr[4] ^ lfsr[2]};
                if (lfsr == 5'b00000) lfsr <= 5'b00001;   
                    state <= TOKEN_STATE;
                end
            end
            TOKEN_STATE: begin
                token_valid = 1'b1;
                if (stored_tokens[0] == lfsr) token_valid = 1'b0;
                if (stored_tokens[1] == lfsr) token_valid = 1'b0;
                if (stored_tokens[2] == lfsr) token_valid = 1'b0;
                if (stored_tokens[3] == lfsr) token_valid = 1'b0;
                if (stored_tokens[4] == lfsr) token_valid = 1'b0;
                if (stored_tokens[5] == lfsr) token_valid = 1'b0;
                if (stored_tokens[6] == lfsr) token_valid = 1'b0;
                if (stored_tokens[7] == lfsr) token_valid = 1'b0;
                if (stored_tokens[8] == lfsr) token_valid = 1'b0;
                if (token_valid) begin
                    token_code <= lfsr;
                    if (timer_count < 3'd2) begin
                        timer_count <= timer_count + 1;
                    end
                    else begin
                        timer_count <= 3'd0;
                        state <= OPEN_ENTRY;
                    end
                end
                else if (token_attempts > 3'd7) begin
                    state <= ERROR_CODE;
                    token_attempts <= 0;
                end
                else begin
                    token_attempts <= token_attempts + 1;
                end
            end
            OPEN_ENTRY: begin
                if (timer_count < 3'd5) begin
                    timer_count <= timer_count + 1;
                end
                else begin
                    timer_count <= 3'd0;
                    state <= CLOSE_ENTRY;
                end
            end
            CLOSE_ENTRY: begin
                if (timer_count < 3'd5) begin
                    timer_count <= timer_count + 1;
                end
                else begin
                    timer_count <= 3'd0;
                    slots_available <= slots_available - 1;
                    slots_used <= slots_used + 1;
                    if (stored_tokens[0] == 5'b00000) stored_tokens[0] <= token_code;
                    else if (stored_tokens[1] == 5'b00000) stored_tokens[1] <= token_code;
                    else if (stored_tokens[2] == 5'b00000) stored_tokens[2] <= token_code;
                    else if (stored_tokens[3] == 5'b00000) stored_tokens[3] <= token_code;
                    else if (stored_tokens[4] == 5'b00000) stored_tokens[4] <= token_code;
                    else if (stored_tokens[5] == 5'b00000) stored_tokens[5] <= token_code;
                    else if (stored_tokens[6] == 5'b00000) stored_tokens[6] <= token_code;
                    else if (stored_tokens[7] == 5'b00000) stored_tokens[7] <= token_code;
                    else if (stored_tokens[8] == 5'b00000) stored_tokens[8] <= token_code;
                    state <= WAIT;
                end
            end
            EXIT: begin
                timer_count <= 3'd0;
                if (exit_btn && exit_sensor) begin
                    token_valid = 1'b0;
                    if (stored_tokens[0] == token_input && token_input != 5'b00000) begin
                        token_valid = 1'b1;
                        stored_tokens[0] <= 5'b00000;
                    end
                    else if (stored_tokens[1] == token_input && token_input != 5'b00000) begin
                        token_valid = 1'b1;
                        stored_tokens[1] <= 5'b00000;
                    end
                    else if (stored_tokens[2] == token_input && token_input != 5'b00000) begin
                        token_valid = 1'b1;
                        stored_tokens[2] <= 5'b00000;
                    end
                    else if (stored_tokens[3] == token_input && token_input != 5'b00000) begin
                        token_valid = 1'b1;
                        stored_tokens[3] <= 5'b00000;
                    end
                    else if (stored_tokens[4] == token_input && token_input != 5'b00000) begin
                        token_valid = 1'b1;
                        stored_tokens[4] <= 5'b00000;
                    end
                    else if (stored_tokens[5] == token_input && token_input != 5'b00000) begin
                        token_valid = 1'b1;
                        stored_tokens[5] <= 5'b00000;
                    end
                    else if (stored_tokens[6] == token_input && token_input != 5'b00000) begin
                        token_valid = 1'b1;
                        stored_tokens[6] <= 5'b00000;
                    end
                    else if (stored_tokens[7] == token_input && token_input != 5'b00000) begin
                        token_valid = 1'b1;
                        stored_tokens[7] <= 5'b00000;
                    end
                    else if (stored_tokens[8] == token_input && token_input != 5'b00000) begin
                        token_valid = 1'b1;
                        stored_tokens[8] <= 5'b00000;
                    end
                    if (token_valid) begin
                        state <= OPEN_EXIT;
                    end
                    else begin
                        state <= ERROR_CODE;
                    end
                end
                else if (!exit_sensor) begin
                    state <= WAIT;
                end
            end
            OPEN_EXIT: begin
                if (timer_count < 3'd5) begin
                    timer_count <= timer_count + 1;
                end
                else begin
                    timer_count <= 3'd0;
                    state <= CLOSE_EXIT;
                end
            end
            CLOSE_EXIT: begin
                if (timer_count < 3'd5) begin
                    timer_count <= timer_count + 1;
                end
                else begin
                    timer_count <= 3'd0;
                    slots_available <= slots_available + 1;
                    slots_used <= slots_used - 1;
                    state <= WAIT;
                end
            end
            ERROR_CODE: begin
                if (timer_count < 3'd3) begin
                    timer_count <= timer_count + 1;
                end
                else begin
                    timer_count <= 3'd0;
                    state <= WAIT;
                end
            end
            default: state <= WAIT;
        endcase
    end
end
always @(*) begin
    case (state)
        WAIT: begin
            HEX0 = (slots_used == 0) ? S_0 : 
                  (slots_used == 1) ? S_1 :
                  (slots_used == 2) ? S_2 :
                  (slots_used == 3) ? S_3 :
                  (slots_used == 4) ? S_4 :
                  (slots_used == 5) ? S_5 :
                  (slots_used == 6) ? S_6 :
                  (slots_used == 7) ? S_7 :
                  (slots_used == 8) ? S_8 : S_9;
            HEX1 = S_BLANK;
            HEX2 = (slots_available == 0) ? S_0 : 
                  (slots_available == 1) ? S_1 :
                  (slots_available == 2) ? S_2 :
                  (slots_available == 3) ? S_3 :
                  (slots_available == 4) ? S_4 :
                  (slots_available == 5) ? S_5 :
                  (slots_available == 6) ? S_6 :
                  (slots_available == 7) ? S_7 :
                  (slots_available == 8) ? S_8 : S_9;
            HEX3 = S_BLANK;
            HEX4 = S_BLANK;
            HEX5 = (total_slots == 0) ? S_0 : 
                  (total_slots == 1) ? S_1 :
                  (total_slots == 2) ? S_2 :
                  (total_slots == 3) ? S_3 :
                  (total_slots == 4) ? S_4 :
                  (total_slots == 5) ? S_5 :
                  (total_slots == 6) ? S_6 :
                  (total_slots == 7) ? S_7 :
                  (total_slots == 8) ? S_8 : S_9;
        end
        ENTRY: begin
            HEX5 = S_P;
            HEX4 = S_R;
            HEX3 = S_E;
            HEX2 = S_S;
            HEX1 = S_S;
            HEX0 = S_BLANK;
        end
        TOKEN_STATE: begin
            HEX0 = (token_code[0]) ? S_1 : S_0;
            HEX1 = (token_code[1]) ? S_1 : S_0;
            HEX2 = (token_code[2]) ? S_1 : S_0;
            HEX3 = (token_code[3]) ? S_1 : S_0;
            HEX4 = (token_code[4]) ? S_1 : S_0;
            HEX5 = S_BLANK;
        end
        OPEN_ENTRY: begin
            HEX5 = S_O;
            HEX4 = S_P;
            HEX3 = S_E;
            HEX2 = S_N;
            HEX1 = S_1;
            HEX0 = S_BLANK;
        end
        CLOSE_ENTRY: begin
            HEX5 = S_C;
            HEX4 = S_L;
            HEX3 = S_O;
            HEX2 = S_S;
            HEX1 = S_E;
            HEX0 = S_BLANK;
        end
        EXIT: begin
            HEX5 = S_E;
            HEX4 = S_N;
            HEX3 = S_T;
            HEX2 = S_E;
            HEX1 = S_R;
            HEX0 = S_BLANK;
        end
        OPEN_EXIT: begin
            HEX5 = S_O;
            HEX4 = S_P;
            HEX3 = S_E;
            HEX2 = S_N;
            HEX1 = S_2;
            HEX0 = S_BLANK;
        end
        CLOSE_EXIT: begin
            HEX5 = S_C;
            HEX4 = S_L;
            HEX3 = S_O;
            HEX2 = S_S;
            HEX1 = S_E;
            HEX0 = S_BLANK;
        end
        ERROR_CODE: begin
            HEX5 = S_E;
            HEX4 = S_R;
            HEX3 = S_R;
            HEX2 = S_O;
            HEX1 = S_R;
            HEX0 = S_BLANK;
        end
        default: begin
            HEX0 = S_BLANK;
            HEX1 = S_BLANK;
            HEX2 = S_BLANK;
            HEX3 = S_BLANK;
            HEX4 = S_BLANK;
            HEX5 = S_BLANK;
        end
    endcase
end
endmodule
module top_park(
    input clk_50MHz,
    input reset,
    input [4:0] token_input,   
    input entry_sensor,
    input exit_sensor,
    input entry_btn_raw,       
    input exit_btn_raw,        
    output [6:0] HEX0, HEX1, HEX2, HEX3, HEX4, HEX5,   
    output [3:0] state,        
    output [4:0] token_code    
);
wire clk_1Hz;
wire entry_btn_db;
wire exit_btn_db;
clock_divider clk_div (
    .clk_50MHz(clk_50MHz),
    .reset(reset),
    .clk_1Hz(clk_1Hz)
);
debounce db_entry (
    .clk_1Hz(clk_50MHz),
    .button_in(entry_btn_raw),
    .button_out(entry_btn_db)
);
debounce db_exit (
    .clk_1Hz(clk_50MHz),
    .button_in(exit_btn_raw),
    .button_out(exit_btn_db)
);
parking_fsm parking_system (
    .clk(clk_1Hz),
    .reset(reset),
    .token_input(token_input),
    .entry_sensor(~entry_sensor),
    .exit_sensor(~exit_sensor),
    .entry_btn(entry_btn_db),
    .exit_btn(exit_btn_db),
    .HEX0(HEX0),
    .HEX1(HEX1),
    .HEX2(HEX2),
    .HEX3(HEX3),
    .HEX4(HEX4),
    .HEX5(HEX5),
    .state(state),
    .token_code(token_code)
);
endmodule
```
==> impl_metrics.ini <==
; implementation run metrics
[global_routing]
grt_max_degree = 76
grt_pass1_wl_um = 26700
grt_pass1_vias = 4917
grt-ovfl-total = 0
track_usage_pct = 14.5
antenna_found_initial = 0

[final_layout]
final_core_util_pct = 34.7
area_delta_synth_final_pct = 13.3
drive_above_1_share_pct = 5.94
most-common-layout-cells = nor2_1 (81), xnor2_1 (67), clkdlybuf4s50_1 (61)
fill_cells = 2248
lay_top_count = nor2_1
logic_area_sq_um = 3610
ff_latch_area_sq_um = 2940

[clock_network]
postCtsHoldBufs = 0
cts_buffer_depth = 2
cts_buffers = 5
ctsResizeCount = 0
htree_levels = 2
root_buffer = clkbuf_16
worst_setup_hold_path_clk_slew_ps = 50
postCtsSetupBuffers = 0
clk-insertion-delay-late_ps = 280
cts_tree = done

[synthesis]
ys.flops = 110
synth_area_per_cell_sq_um = 9.62
yosys_area_sq_um = 6930
synth-edff-count = 45
ys.flop_type = dfrtp_1
async_reset_ff_share_pct = 51.8
yosys_warnings = 0
synth_cell_type_count = 67
netlist_area_sq_um = 6930
ys_cells = 720
synth_seq_share_pct = 42.5
synthCells = 720

[setup_path]
cp-start-kind = flop
crit_required_ps = 4460
arrival_ps = 2340
crit_type = reg -> reg
end_kind = flop
path_max_fanout = 10

[power]
power_leakage_nw = 3.11
powerDensity_nw_per_um2 = 109
ir_worst_vdd_mv = 0.243

[final_timing]
rsz0062_at_grt = false
worst_slew_margin_rel_pct = 41.6
slew_viol_final = 0
tns_ps = 0
worstMarginPinSlew_ps = 876
max_freq_ghz = 0.460
report.final.hold_viol_count = 0
fin_worst_skew_ps = 5.54
setup_viol = 0
finalClockPeriodUsage_pct = 50.6
untimed_endpoints = 171
unclocked_pins = 75
min_period_ps = 2180

[floorplanning]
chipWidth_um = 154
die_y_um = 154
rows = 55
coreArea_sq_um = 22600
die_area_sq_um = 23700
fp-utilization_pct = 30.6
io_pins = 62

[flow_run]
maxCapViolCount = 0
warnings = 34

[detailed_routing]
antenna-diode-count = 0
num_vias = 5148
vias_per_cell = 4.94
drcViolationCount = 0
wl_per_cell_um = 15.8
wirelength_um = 16400
first_pass_iters = 5
drt_iter0_drc = 279
drtAntennaViolNets = 0

[placed_design]
numPortBuffers = 61
dp_hpwl_um = 12000
gp_congestion = 0.862

[outcome]
outcome = finished clean

[worst_hold_path]
min_path_type = reg -> reg
## flip-flops by register name, indices dropped and copies added (netlist names)
register / count
parking_system.token_code: 5
db_exit.btn_stable: 1
db_entry.btn_stable: 1
parking_system.lfsr: 5
clk_div.clk_1Hz: 1
parking_system.state: 4
parking_system.stored_tokens: 45
parking_system.slots_used: 5
parking_system.token_attempts: 3
parking_system.slots_available: 5
parking_system.timer_count: 3
db_entry.button_out: 1
db_entry.counter: 2
clk_div.counter: 26
db_exit.button_out: 1
db_exit.counter: 2
## kinds of logic after synthesis
logic type / after synthesis / synth area share, %
XOR/XNOR: 127 / 16.1
adder cells (fa/ha/maj): 17 / 3.07
buffers and inverters: 64 / 5.40
AND/OR/NAND/NOR: 274 / 20.2
AND-OR/OR-AND: 112 / 10.3
flip-flops: 110 / 42.5
multiplexers: 16 / 2.49
## power by group
| part | internal [mW] | switching (mW) | leakage (nW) | total (mW) |
|---|---|---|---|---|
| Clock | 0.288 | 0.127 | 0.0868 | 0.415 |
| Sequential | 0.342 | 0.00720 | 1.30 | 0.349 |
| Combinational | 0.0359 | 0.0522 | 1.72 | 0.0881 |
## routing by layer
metal	wire [um]	vias to the layer above	global-route usage (%)
li1	-	2590	-
met1	7990	2467	22.3
met2	7790	82	23.7
met3	590	9	1.84
met4	76	0	0.714
met5	0	-	0
## area by class of cell
cell class                      instances  share of cell area (%)
Clock buffer                            6                    1.77
Clock inverter                          2                   0.446
Inverter                               23                    1.10
Multi-Input combinational cell        546                    46.0
Sequential cell                       110                    37.5
Tap cell                              285                    4.54
Timing Repair Buffer                   70                    8.64
## worst max-delay path, cell delays in order (launching register included)
cell and delay [ps]:
dfrtp_1 390, or4b_2 660, nor3_1 190, nand4_1 110
nor2_1 370, buf_4 260, nor2_1 70
## Yosys cell counts (3+ instances only)
cell	n	share of area, %
ha_1	17	3.1
a21o_1	7	0.76
and3_1	3	0.27
nand3_1	35	2.5
nor4_2	3	0.54
dfstp_2	4	1.5
buf_6	10	1.6
nand4_1	13	1.2
buf_2	4	0.29
buf_4	10	1.1
o21ai_0	32	2.3
o21bai_1	3	0.33
xor2_1	60	7.6
nand2_1	49	2.7
a21oi_1	25	1.8
dfrtp_1	53	19
mux2i_1	6	0.87
o21a_1	5	0.54
dfxtp_1	8	2.3
nand3b_1	3	0.33
nand2b_1	14	1.3
mux2_2	9	1.5
clkbuf_1	16	0.87
or2_2	3	0.27
o2bb2ai_1	4	0.51
inv_1	23	1.2
nor2b_1	8	0.72
o22ai_1	7	0.63
nor4_1	10	0.90
nor3_1	25	1.8
xnor2_1	67	8.5
and2_1	3	0.27
or4_1	5	0.54
a31oi_1	3	0.27
o31ai_1	5	0.54
nor2_1	81	4.4
or3_1	5	0.45
edfxtp_1	45	20
## worst paths after layout
check	slack (ps)	startpoint	depth (start not counted)	to
setup reg to reg	2120	clk_div.counter[5]	6	clk_div.counter[19]
min in group asynchronous	1310	reset	2	clk_div.counter[4]
hold / removal	350	db_entry.btn_stable	0	db_entry.button_out
setup / recovery	2120	clk_div.counter[5]	6	clk_div.counter[19]
max in group asynchronous	2500	reset	2	clk_div.clk_1Hz
hold reg to reg	350	db_entry.btn_stable	0	db_entry.button_out
## per-stage QoR
stage | hold WS (ps) | worst slack, ps | power (mW) | area [sq um] | cells
floorplan | 332 | 2050 | 0.420 | 6930 | 720
global placement | 342 | 2150 | 0.442 | 7670 | 1034
detailed placement | 342 | 2140 | 0.444 | 7670 | 1034
CTS | 353 | 2120 | 0.861 | 7850 | 1042
global route | 363 | 1970 | 0.886 | 7850 | 1042
finish | 354 | 2120 | 0.852 | 7850 | 1042
No activity file was given, so power comes from the tool's default toggle rates.
